File: flow/design.v
module ahb_slave #(
  parameter   ADDRWIDTH=12)
 (
  input  wire                  hclk,        
  input  wire                  hresetn,     
  input  wire                  hsels,
  input  wire [ADDRWIDTH-1:0]  haddrs,
  input  wire [1:0]            htranss,
  input  wire [2:0]            hsizes,
  input  wire                  hwrites,
  input  wire                  hreadys,
  input  wire [31:0]           hwdatas,
  output wire                  hreadyouts,
  output wire                  hresps,
  output wire [31:0]           hrdatas,
  output wire [ADDRWIDTH-1:0]  addr,
  output wire                  read_en,
  output wire                  write_en,
  output wire [3:0]            byte_strobe,
  output wire [31:0]           wdata,
  input  wire [31:0]           rdata);
   wire                   trans_req= hreadys & hsels & htranss[1];
   wire                   ahb_read_req  = trans_req & (~hwrites); 
   wire                   ahb_write_req = trans_req &  hwrites;   
   wire                   update_read_req;     
   wire                   update_write_req;    
   reg  [ADDRWIDTH-1:0]   addr_reg;      
   reg                    read_en_reg;   
   reg                    write_en_reg;  
   reg  [3:0]             byte_strobe_reg;  
   reg  [3:0]             byte_strobe_nxt;  
  always @(posedge hclk or negedge hresetn)
  begin
    if (~hresetn)
      addr_reg <= {(ADDRWIDTH){1'b0}};  
    else if (trans_req)
      addr_reg <= haddrs[ADDRWIDTH-1:0];
  end
  assign update_read_req = ahb_read_req | (read_en_reg & hreadys);  
  always @(posedge hclk or negedge hresetn)
  begin
    if (~hresetn)
      begin
        read_en_reg <= 1'b0;
      end
    else if (update_read_req)
      begin
        read_en_reg  <= ahb_read_req;
      end
  end
  assign update_write_req = ahb_write_req |( write_en_reg & hreadys);   
  always @(posedge hclk or negedge hresetn)
  begin
    if (~hresetn)
      begin
        write_en_reg <= 1'b0;
      end
    else if (update_write_req)
      begin
        write_en_reg  <= ahb_write_req;
      end
  end
   always @(hsizes or haddrs)
   begin
     if (hsizes == 3'b000)     
       begin
         case(haddrs[1:0])
           2'b00: byte_strobe_nxt = 4'b0001;
           2'b01: byte_strobe_nxt = 4'b0010;
           2'b10: byte_strobe_nxt = 4'b0100;
           2'b11: byte_strobe_nxt = 4'b1000;
           default: byte_strobe_nxt = 4'bxxxx;
         endcase
       end
     else if (hsizes == 3'b001)  
       begin
         if(haddrs[1]==1'b1)
           byte_strobe_nxt = 4'b1100;
         else
           byte_strobe_nxt = 4'b0011;
       end
     else  
       begin
           byte_strobe_nxt = 4'b1111;
       end
   end
  always @(posedge hclk or negedge hresetn)
  begin
    if (~hresetn)
      byte_strobe_reg <= {4{1'b0}};
    else if (update_read_req|update_write_req)
      byte_strobe_reg  <= byte_strobe_nxt;
  end
  assign addr        = addr_reg[ADDRWIDTH-1:0];
  assign read_en     = read_en_reg;
  assign write_en    = write_en_reg;
  assign wdata       = hwdatas;
  assign byte_strobe = byte_strobe_reg;
  assign hreadyouts  = 1'b1;   
  assign hresps      = 1'b0;   
  assign hrdatas     = rdata;
endmodule
File: flow/run.sh
#!/bin/bash
# OpenROAD 26Q1-2900-gdf79404cd8, Yosys 0.63+post, stock flow scripts
make -C /OpenROAD-flow-scripts/flow DESIGN_CONFIG=/design/flow/config.mk WORK_HOME=/design/flow/orfs finish
File: flow/config.mk
export PLATFORM = sky130hd
export DESIGN_NAME = ahb_slave
export DESIGN_NICKNAME = ahb_slave
export VERILOG_FILES = /design/flow/design.v
export SDC_FILE = /design/flow/constraint.sdc
export NUM_CORES = 4
export LEC_CHECK = 1
export CORE_AREA = 10 10 83 83
export DIE_AREA = 0 0 93 93
File: flow/constraint.sdc
current_design ahb_slave

set clk_period 1.4
set clk_io_pct 0.2

create_clock -name clk0 -period $clk_period [get_ports {hclk}]

set non_clock_inputs [all_inputs -no_clocks]
set_input_delay [expr $clk_period * $clk_io_pct] -clock clk0 $non_clock_inputs
set_output_delay [expr $clk_period * $clk_io_pct] -clock clk0 [all_outputs]
==> results.sh <==
# physical design summary
export IMPL_status="finished clean"
export IMPL_antenna_found_initial=0
export IMPL_critPathBufInv=1
export IMPL_clock_latency_ps=250
export IMPL_area_growth_pct=10.1
export IMPL_r2r_cells=4
export IMPL_layout_top_cells="27 x clkdlybuf4s50_1, 18 x dfrtp_1, 10 x dlymetal6s2s_1, 10 x buf_4, 8 x mux2_2"
export IMPL_gp_congestion=0.689
export IMPL_clock_skew_ps=0.337
export IMPL_start_kind="flop"
export IMPL_synth_flops=18
export IMPL_fin_crit_ps=1350
export IMPL_cp_max_fo=2
export IMPL_report_final_slew_viol_count=0
export IMPL_final_area_mm2=0.00140
export IMPL_path_class="reg2out"
export IMPL_rows=26
export IMPL_place_inst=170
export IMPL_fp_util_pct=24.7
export IMPL_setup_viol=0
export IMPL_grtUsageTotal_pct=5.69
export IMPL_clock_sinks=18
export IMPL_p_per_area_mw_per_mm2=993
export IMPL_dr_pass1_iters=4
export IMPL_grt_pass1_wl_mm=3.95
export IMPL_cpPeakStageDelay_ps=480
export IMPL_instances_no_fill=177
export IMPL_num_antenna_cells=0
export IMPL_r2r_end="byte_strobe_reg[0]"
export IMPL_ys_cells=122
export IMPL_vdd_drop_max_mv=0.611
export IMPL_syn_area_mm2=0.00127
export IMPL_rrSetupSlack_ps=60
export IMPL_io_buffers=38
export IMPL_cp_end_kind="output pin"
export IMPL_synth_cells=122
export IMPL_htreeDepth=1
export IMPL_wl_mm=2.55
export IMPL_ys_types=19
export IMPL_largest_reg_flops=12
export IMPL_tool_warnings=26
export IMPL_lay_top_count="clkdlybuf4s50_1"
export IMPL_clock_fmax_mhz=739
export IMPL_r2r_start="write_en_reg"
export IMPL_cts_hold_buf=0
export IMPL_path_cells="clkdlybuf4s50_1"
export IMPL_grt_max_degree=19
export IMPL_fin_setup_tns_ps=0
export IMPL_cts_tree="built"
export IMPL_hold_viol=0
export IMPL_die_x_um=93
export IMPL_holdWs_ps=369
export IMPL_seq_area_frac_synth_pct=35.5
export IMPL_numCtsBuffers=3
export IMPL_period_used_pct=96.6
export IMPL_power_mw=1.39
export IMPL_hold_path_class="in2async"
export IMPL_core_mm2=0.00514
export IMPL_drt_iter0_markers=29
export IMPL_yosysTopAreaCellShare_pct=39.0
export IMPL_die_area_mm2=0.00865
export IMPL_grt_pass1_vias=805
export IMPL_root_buffer="clkbuf_8"
export IMPL_synth_area_per_cell_um2=10.4
export IMPL_grt_setup_unrepaired="false"
export IMPL_viasPerCell=3.81
export IMPL_ys_warn_count=1
export IMPL_drtAntennaViolNets=0
export IMPL_drive_gt1_share_pct=29.0
export IMPL_num_vias=675
export IMPL_die_y_um=93
export IMPL_placed_area_mm2=0.00130
export IMPL_top_area_cell="buf_4"
export IMPL_crit_start="addr_reg[11]"
export IMPL_leakage_nw=0.672
export IMPL_ioPinCount=170
export IMPL_hpwl_mm=1.96
export IMPL_nFillCells=545
export IMPL_cp_arrival_ps=1070
export IMPL_cp_slowest_cell="clkdlybuf4s50_1"
export IMPL_crit_family="buffers and inverters"
export IMPL_clkSlewWorstSetupHoldPaths_ps=70
export IMPL_clock_path_buffers=2
export IMPL_combGateArea_um2=305
export IMPL_post_route_drc_count=0
export IMPL_wl_per_cell_um=14.4
export IMPL_grt_overflow=0
export IMPL_topCellsByArea="buf_4 39%, dfrtp_1 35%, mux2_2 7.1%"
export IMPL_synth_area_yosys_mm2=0.00127
export IMPL_max_cap_violations=0
export IMPL_regArea_um2=450
export IMPL_critPathRequiredTime_ps=1120
==> Yosys cell counts, drive strengths merged <==
cell and n:
a211o 1, a211oi 1, a21oi 1, a41oi 1, buf 67, conb 2, dfrtp 18, inv 4
mux2 14, nand2 3, nand2b 2, nand3 2, nor2 1, o211ai 1, o21ai 2, o22ai 2
==> kinds of logic after synthesis <==
| logic type | synth area share [%] |
|---|---|
| buf+inv | 41.1 |
| compound gates | 4.73 |
| simple gates | 3.94 |
| mux | 14.2 |
| flops | 35.5 |
| other cells | 0.591 |
==> stage by stage <==
stage / worst slack, ps / utilization, %
final: 47.7 / 27.2
after global routing: 0.962 / 27.2
after CTS: 2.58 / 26.2
after detailed placement: -297 / 25.2
after global placement: -267 / 25.2
after floorplan: 194 / -
==> power by group <==
group / total, mW / switching [mW] / internal (mW)
registers: 0.646 / 0.0418 / 0.605
logic: 0.382 / 0.0927 / 0.289
clock network: 0.361 / 0.170 / 0.191
==> routing by layer <==
layer  wire, µm  part of all wire, %  GRT usage, %  vias up
met5          0                    0             0        -
met4         28                  1.1          1.16        0
met3        353                   14          4.36        8
met2       1080                   42          8.76       48
met1       1090                   43          6.13      324
li1           -                    -             -      295
==> area by class of cell <==
class	count	share of cell area, %
timing repair buffer	49	35.7
sequential	18	32.2
multi-input combinational	33	21.8
tap	70	6.26
clock buffer	3	2.95
inverter	4	1.07
==> how the worst max path moves through the flow <==
| stage | to | slack (ps) | depth (start not counted) |
|---|---|---|---|
| finish | addr[11] | 50 | 1 |
| global route | addr[8] | 1 | 1 |
| CTS | addr[1] | 3 | 1 |
==> repair_timing <==
item	CTS	global route
gates resized	2	11
setup buffers	1	3
endpoints found under the hold margin	0	0
endpoints found under the setup margin	5	12
pin swaps	0	1
Power figures rest on the tool's default switching activity, not on a simulated workload.
