`./run.sh`:
```
#!/bin/bash
# OpenROAD 26Q1-2900-gdf79404cd8, Yosys 0.63+post, stock flow scripts
make -C /OpenROAD-flow-scripts/flow DESIGN_CONFIG=/design/flow/config.mk WORK_HOME=/design/flow/orfs finish
```
`./config.mk`:
```
export PLATFORM = sky130hd
export DESIGN_NAME = apb_sram
export DESIGN_NICKNAME = apb_sram
export VERILOG_FILES = /design/flow/design.v
export SDC_FILE = /design/flow/constraint.sdc
export NUM_CORES = 4
export LEC_CHECK = 1
export CORE_UTILIZATION = 30
export SYNTH_MEMORY_MAX_BITS = 65536
```
`./constraint.sdc`:
```
current_design apb_sram

set clk_period 54.5
set clk_io_pct 0.2

create_clock -name clk0 -period $clk_period [get_ports {PCLK}]

set non_clock_inputs [all_inputs -no_clocks]
set_input_delay [expr $clk_period * $clk_io_pct] -clock clk0 $non_clock_inputs
set_output_delay [expr $clk_period * $clk_io_pct] -clock clk0 [all_outputs]
```
`./design.v`:
```
`timescale 1ns / 1ps
module apb_sram #(
    parameter                           SIZE_IN_BYTES = 1024
)
(
    input                               PRESETn,
    input                               PCLK,
    input                               PSEL,
    input [31:0]                        PADDR,
    input                               PENABLE,
    input                               PWRITE,
    input [31:0]                        PWDATA,
    output reg [31:0]                   PRDATA
);
    localparam                          A_WIDTH = clogb2(SIZE_IN_BYTES);
    reg [31:0]                          mem[0:SIZE_IN_BYTES/4-1];
    wire                                wren;
    wire                                rden;
    wire [A_WIDTH-1:2]                  addr; 
    function integer clogb2;
        input [31:0]                    value; 
        reg [31:0]                      tmp; 
        reg [31:0]                      rt;
    begin
        tmp = value - 1;
        for (rt = 0; tmp > 0; rt = rt + 1) 
            tmp = tmp >> 1;
        clogb2 = rt;
    end
    endfunction
    assign wren = PWRITE && PENABLE && PSEL;  
    assign rden = ~PWRITE && ~PENABLE && PSEL;  
    assign addr = PADDR[A_WIDTH-1:2];
    always @(posedge PCLK)
    begin
        if (wren)
            mem[addr] <= PWDATA;
    end
    always @(posedge PCLK)
    begin
        if (rden)
            PRDATA <= mem[addr];
        else
            PRDATA <= 'h0;
    end
endmodule
```
==> results.ini <==
[detailed_routing]
drt-wirelength-per-cell_um = 29.1
drt-met1-wl_um = 253000
dr.pass1.iters = 6
drc = 0
routed.top_layer = met5
wl_um = 861000
vias = 150000
wl_met3_um = 177000
dr_wl_met2_um = 392000
viasPerCell = 5.09
drt-initial-drc-count = 9852
ant_nets = 0

[clock_network]
cts.reportedPaths.clkPinSlew_ps = 60
post_cts_buffers = 0
clock_sinks = 8224
clk_latency_ps = 1170
cts_tree = built
cts_repair_resize_count = 0
cts.htree.levels = 6
postCtsHoldBufs = 0
ctsRootBufferMaster = clkbuf_16
cts_buffers = 816
cts_buffer_depth = 4

[floorplanning]
die_h_um = 1020
chip_area_um2 = 1040000
rows = 374
core_um2 = 1040000
io_pins = 101
fp-utilization_pct = 30.1
die_w_um = 1020

[setup_path]
critPathRequiredTime_ps = 55540
rr_startpoint = mem[148][15]
crit_arrival_ps = 17310
reg2reg_to = PRDATA[15]
rrSetupSlack_ps = 50820
start_kind = input port
path_delay_family = buffers and inverters
critPathBufInv = 7
cp_cell_sequence = buf_16 > buf_4 > buf_4 > buf_4 > buf_4 > buf_12 > mux2i_1 > o22ai_1 > nor4_1 > o2111ai_1 > nand2_1 > a31oi_1 > buf_4 > a311o_1
path_class = input port to flip-flop
slowest_delay_ps = 660
crit_top_cell = buf_4
slowest_stage = buf_4
ff2ff_path_depth = 6
cp_max_fo = 92
crit_path_end_kind = flip-flop

[place]
gp_congestion = 0.860
hpwl_um = 488000
dpl.cell_count = 28000
pre_cts_ws_ps = 37030
portBuffers = 75

[sta]
grt_setup_unrepaired = no
hold_violations = 0
layout_min_cycle_time_ps = 16270
worst_pin_slew_ps = 1150
fmax_mhz = 61.5
fin_crit_sh_pct = 29.8
relSlewSlack_pct = 23.5
finalSetupTns_ps = 0
maxSlewViolCount = 0
whs_ps = 915
setup_ws_ps = 38230
fin_worst_skew_ps = 64.3
finalSetupViolCount = 0

[synthesis]
synth.distinct_cells = 49
muxShareOfSynthArea_pct = 14.9
ys_async_sr_fraction_pct = 0
aoi_share_pct = 3.33
synth_warnings = 1
ys.flop_type = edfxtp_1
synth_flops = 8224
ys_sh_simple_pct = 1.50
topCombFamilyByArea = multiplexers
yosys_area_um2 = 312000
xor_share_pct = 0
synth.cell_area_um2 = 312000
postSynthCellCount = 14300
ys_cells = 14300
ys_sh_adder_pct = 0
edf_count = 8192
yosys.stat.seqShare_pct = 79.0
syn_avg_cell_area_um2 = 21.9

[final_layout]
drive_gt1_share_pct = 24.5
fillers = 93800
layout_top_cells = edfxtp_1, mux4_2, mux2i_1, clkbuf_16, buf_4
syn_to_final_growth_pct = 15.5
final_common_cell = edfxtp_1
postLayoutCoreUtil_pct = 34.8
finalNonFillerCells = 29500

[global_route]
grt_use_total_pct = 17.5
grt_pass1_vias = 165000
grt_pass1_wl_um = 1210000
overflow = 0
antenna_found_initial = 24
grt_start_max_net_pins = 96

[outcome]
outcome = completed

[pwr]
peakVddDrop_v = 0.0000364
p_leak_nw = 111
power_density_nw_per_um2 = 35.9

[min_path]
min_to = PRDATA[10]
worstHoldPathType = flip-flop to flip-flop
hp-start = mem[34][10]
worstHoldPathCells = 5

[flow_run]
cap_violations = 0
tool_warnings = 51

## worst reg2reg max path: stages (launching register included)
cell      delay (ps)
edfxtp_1         350
mux4_2           470
a22oi_1          490
nand4_1          550
a22oi_1          870
nand2_1          410
a311o_1          430
## Yosys cell counts (58+ instances only)
| master | number | share of area [%] |
|---|---|---|
| buf_4 | 62 | 0.15 |
| a22oi_1 | 570 | 1.4 |
| nor2_1 | 293 | 0.35 |
| nor4_1 | 63 | 0.13 |
| o21ai_0 | 118 | 0.19 |
| mux2_2 | 68 | 0.25 |
| edfxtp_1 | 8192 | 79 |
| nand2_1 | 349 | 0.42 |
| buf_2 | 287 | 0.46 |
| a31oi_1 | 65 | 0.13 |
| mux2i_1 | 1046 | 3.4 |
| a21oi_1 | 134 | 0.21 |
| a211oi_1 | 63 | 0.15 |
| clkbuf_1 | 425 | 0.51 |
| a221oi_1 | 157 | 0.44 |
| nand3_1 | 167 | 0.27 |
| mux4_2 | 1573 | 11 |
| o22ai_1 | 248 | 0.50 |
| nor3_1 | 58 | 0.093 |
## routing by layer
layer  vias to the layer above  track usage (%)
li1                      62300                -
met1                     75900             17.1
met2                     10500             25.7
met3                      1464             16.6
met4                        75             5.62
met5                         -             2.10
## flip-flops by register name, summed over array words and instances, names as in the netlist
name,cells
mem,8192
PRDATA,32
## per-stage QoR
stage	power (mW)	area [um2]
global placement	7.67	335000
CTS	13.0	361000
detailed placement	7.68	335000
global route	13.3	361000
finish	12.9	361000
floorplan	7.38	312000
## logic make-up after synthesis
group / after synthesis
flops: 8224
simple gates: 1045
mux: 2687
buf+inv: 845
compound gates: 1476
## power by group
group | internal (mW) | total, mW | switching [mW]
registers | 6.96 | 6.96 | 0.00458
logic | 0.190 | 0.577 | 0.387
clock network | 3.04 | 5.40 | 2.36
total | 10.2 | 12.9 | 2.75
## layout make-up
class,count,area (um2),area share [%]
diodes,19,47.5,0.0132
flip-flops and latches,8224,247000,68.4
multi-input cells,5208,64000,17.8
well taps,13700,17200,4.76
repair buffers,869,7100,1.97
clock inverters,443,4040,1.12
inverters,1,5.00,0.00139
clock buffers,1049,21600,5.98
## worst max-delay path by stage
stage / startpoint / end / cells past startpoint
4_1_cts: PADDR[2] / PRDATA[15] / 14
5_1_grt: PADDR[2] / PRDATA[15] / 14
6_report: PADDR[2] / PRDATA[15] / 14
Power figures rest on the tool's default switching activity, not on a simulated workload.
